File: flow/config.mk
export PLATFORM = sky130hd
export DESIGN_NAME = CPU_DataMem
export DESIGN_NICKNAME = CPU_DataMem
export VERILOG_FILES = /design/flow/design.v
export SDC_FILE = /design/flow/constraint.sdc
export NUM_CORES = 4
export LEC_CHECK = 1
export CORE_UTILIZATION = 40
export SYNTH_MEMORY_MAX_BITS = 65536
File: flow/run.sh
#!/bin/bash
# OpenROAD 26Q1-2900-gdf79404cd8, Yosys 0.63+post, stock flow scripts
make -C /OpenROAD-flow-scripts/flow DESIGN_CONFIG=/design/flow/config.mk WORK_HOME=/design/flow/orfs finish
File: flow/constraint.sdc
current_design CPU_DataMem

set clk_period 28.8
set clk_io_pct 0.2

create_clock -name clk0 -period $clk_period [get_ports {clk}]

set non_clock_inputs [all_inputs -no_clocks]
set_input_delay [expr $clk_period * $clk_io_pct] -clock clk0 $non_clock_inputs
set_output_delay [expr $clk_period * $clk_io_pct] -clock clk0 [all_outputs]
File: flow/design.v
module CPU_DataMem(clk,reset,Addr,WriteData,MemRd,MemWr,ReadData);
  input clk,reset,MemRd,MemWr;	 
  input [31:0] Addr,WriteData;	 
  output [31:0] ReadData;		 
  parameter RAM_SIZE = 256;		 
  reg [31:0] RAMDATA [RAM_SIZE-1:0];
  assign ReadData=(MemRd&&(Addr<RAM_SIZE)) ? RAMDATA[Addr[31:2]] : 32'b0;
  always@(posedge clk) 
  begin
		  if((Addr[31:2]<RAM_SIZE)&&MemWr) 
		    RAMDATA[Addr[31:2]]<=WriteData;
  end
endmodule
==> node_exporter_impl.prom <==
# HELP chip_impl_metric Flow report values
# TYPE chip_impl_metric gauge
chip_impl_info{name="cts_tree",value="done"} 1
chip_impl_metric{name="floorplan.core_util",unit=""} 0.4036
chip_impl_metric{name="power.share.combinational",unit=""} 0.041
chip_impl_metric{name="max-vdd-ir-drop",unit="µV"} 58.47
chip_impl_metric{name="numSynthFlops",unit=""} 2160
chip_impl_info{name="critPathLaunchType",value="input port"} 1
chip_impl_metric{name="dr.first_iter.drc_count",unit=""} 2493
chip_impl_metric{name="globalRouteOverflowTotal",unit=""} 0
chip_impl_metric{name="slew_headroom",unit=""} 0.3349
chip_impl_metric{name="ys_async_sr_fraction",unit=""} 0
chip_impl_metric{name="grt_pass1_vias",unit=""} 41621
chip_impl_metric{name="core_area",unit="µm²"} 205000
chip_impl_metric{name="remaining_drc_errors",unit=""} 0
chip_impl_metric{name="post_synth_inst_count",unit=""} 3379
chip_impl_metric{name="synth.cell_area",unit="µm²"} 82750
chip_impl_metric{name="ctsLongestPathBuffers",unit=""} 3
chip_impl_metric{name="yosys.stat.seqShare",unit=""} 0.7839
chip_impl_info{name="grt_setup_unrepaired",value="false"} 1
chip_impl_metric{name="drt_pass_1_iters",unit=""} 5
chip_impl_metric{name="average_routed_wire_per_standard_cell",unit="µm"} 32.81
chip_impl_metric{name="ys_area",unit="µm²"} 82750
chip_impl_metric{name="die_footprint",unit="µm²"} 208700
chip_impl_metric{name="total_power",unit="mW"} 6.316
chip_impl_info{name="hold_class",value="in2reg"} 1
chip_impl_metric{name="ys_warn_count",unit=""} 1
chip_impl_metric{name="cts.sinks",unit=""} 2160
chip_impl_metric{name="yosys-stat-cells",unit=""} 3379
chip_impl_metric{name="edf_count",unit=""} 2160
chip_impl_metric{name="cts_hold_repair.buffers",unit=""} 0
chip_impl_metric{name="leakage",unit="nW"} 28.55
chip_impl_info{name="flop_cell",value="sky130_fd_sc_hd__edfxtp_1"} 1
chip_impl_metric{name="net_sw_frac",unit=""} 0.2057
chip_impl_metric{name="cellPowerDensity",unit="nW/µm²"} 66.98
chip_impl_metric{name="clockPowerShare",unit=""} 0.412
chip_impl_metric{name="hold_viol_final",unit=""} 0
chip_impl_metric{name="synthToLayoutAreaGrowth",unit="%"} 13.96
chip_impl_metric{name="final.period_utilization",unit=""} 0.5926
chip_impl_metric{name="min_period",unit="ns"} 17.07
chip_impl_metric{name="cts.clk_slew.worst_paths",unit="ns"} 0.06
chip_impl_metric{name="post-cts-setup-buffers",unit=""} 0
chip_impl_info{name="clk_root_buffer_cell",value="sky130_fd_sc_hd__clkbuf_16"} 1
chip_impl_metric{name="dp.final_hpwl",unit="mm"} 115.2
chip_impl_metric{name="std_cell_rows",unit=""} 166
chip_impl_info{name="ranking_of_synthesized_cells_by_area",value="sky130_fd_sc_hd__edfxtp_1 (78%), sky130_fd_sc_hd__mux4_2 (18%), sky130_fd_sc_hd__nor2_1 (0.72%)"} 1
chip_impl_info{name="run_status",value="completed"} 1
chip_impl_metric{name="utilization",unit=""} 0.4600
chip_impl_metric{name="drt_wl_total",unit="mm"} 214.4
chip_impl_metric{name="cap_viol_max_count",unit=""} 0
chip_impl_metric{name="max_slew.worst_pin.slew",unit="ns"} 0.9976
chip_impl_info{name="path_class",value="in2out"} 1
chip_impl_info{name="critPathCaptureType",value="output pin"} 1
chip_impl_metric{name="design.portCount",unit=""} 100
chip_impl_metric{name="number_of_endpoints_failing_setup_at_the_final_stage",unit=""} 0
chip_impl_info{name="post-synth-top-count-cell",value="sky130_fd_sc_hd__edfxtp_1"} 1
chip_impl_metric{name="drive_above_1_share",unit=""} 0.3204
chip_impl_metric{name="dieWidth",unit="µm"} 456.8
chip_impl_metric{name="net-switching-power",unit="mW"} 1.299
chip_impl_metric{name="final_report_max_slew_violation_count",unit=""} 0
chip_impl_metric{name="grt_max_degree",unit=""} 97
chip_impl_metric{name="num-fill-cells",unit=""} 16406
chip_impl_metric{name="groute.usage.overall",unit=""} 0.2317
chip_impl_metric{name="cts_buffers",unit=""} 214
chip_impl_metric{name="fin_setup_tns",unit="ns"} 0
chip_impl_metric{name="routability_congestion_estimate_from_global_placement",unit=""} 0.8216
chip_impl_metric{name="place.port_buffers",unit=""} 96
chip_impl_metric{name="dr_total_vias",unit=""} 37742
chip_impl_metric{name="antenna_found_initial",unit=""} 9
chip_impl_metric{name="avg_cell_area_syn",unit="µm²"} 24.49
chip_impl_metric{name="cts-htree-levels",unit=""} 4
chip_impl_metric{name="die_h",unit="µm"} 456.8
chip_impl_metric{name="wire_length_of_the_first_global_routing_pass",unit="mm"} 306.9
chip_impl_info{name="post-synth-top-area-cell",value="sky130_fd_sc_hd__edfxtp_1"} 1
chip_impl_metric{name="maxClockFrequency",unit="MHz"} 58.60
chip_impl_metric{name="netlist-cell-type-count",unit=""} 38
chip_impl_metric{name="cp_max_fo",unit=""} 77
chip_impl_metric{name="seqPwrFrac",unit=""} 0.547
chip_impl_metric{name="yosysTopAreaCellShare",unit=""} 0.7839
chip_impl_metric{name="postRouteAntennaNets",unit=""} 0
chip_impl_metric{name="detailedPlace.worstSlack",unit="ns"} 11.52
chip_impl_metric{name="largest_register_ffs",unit=""} 2160
chip_impl_info{name="post_synth_most_frequent_cells",value="sky130_fd_sc_hd__edfxtp_1 (2160), sky130_fd_sc_hd__mux4_2 (664), sky130_fd_sc_hd__nor2_1 (158)"} 1
chip_impl_metric{name="count_of_warning_messages_emitted_by_the_tools",unit=""} 29
chip_impl_metric{name="power_internal",unit="mW"} 5.017
chip_impl_metric{name="postCtsResizedCells",unit=""} 0
chip_impl_metric{name="worstPathRequired",unit="ns"} 23.04
chip_impl_metric{name="post-route-worst-setup-slack",unit="ns"} 11.73
chip_impl_metric{name="cp_data_arrival_time",unit="ns"} 11.31
chip_impl_metric{name="vias_per_cell",unit=""} 5.775
[worst max-delay path, cell delays in order]
cell and delay [ns]:
sky130_fd_sc_hd__buf_8 0.47, sky130_fd_sc_hd__buf_12 0.51, sky130_fd_sc_hd__buf_4 0.74, sky130_fd_sc_hd__buf_4 0.63, sky130_fd_sc_hd__buf_4 0.67, sky130_fd_sc_hd__mux4_2 0.60, sky130_fd_sc_hd__mux4_2 0.50, sky130_fd_sc_hd__a22oi_1 0.40
sky130_fd_sc_hd__a21oi_1 0.30, sky130_fd_sc_hd__clkdlybuf4s50_1 0.48
[power by group through the flow]
stage	sequential (mW)	clock [mW]	combinational, mW
finish	3.46	2.60	0.257
global route	3.46	2.76	0.278
CTS	3.46	2.65	0.262
[path summary, 6_finish.rpt]
check / to / from / cells after the start / slack (ns)
worst min-delay path: RAMDATA[151][30] / WriteData[30] / 1 / 5.45
worst max-delay path: ReadData[16] / Addr[2] / 10 / 11.73
[kinds of logic after synthesis]
logic type | count (synthesis) | synth area share
and+or+nand+nor | 232 | 0.01195
muxes | 685 | 0.1834
buffers and inverters | 197 | 0.01207
DFF | 2160 | 0.7839
AOI/OAI and AO/OA | 105 | 0.008740
[placed cells by master, fill, tap and decap left out, types with 5 or more instances in the layout]
cell,instances
sky130_fd_sc_hd__nor2_4,66
sky130_fd_sc_hd__clkdlybuf4s50_1,59
sky130_fd_sc_hd__clkinv_1,64
sky130_fd_sc_hd__nand2_1,20
sky130_fd_sc_hd__bufinv_16,7
sky130_fd_sc_hd__mux4_2,664
sky130_fd_sc_hd__clkbuf_1,52
sky130_fd_sc_hd__mux2_2,7
sky130_fd_sc_hd__buf_4,167
sky130_fd_sc_hd__mux2i_1,14
sky130_fd_sc_hd__clkinv_2,34
sky130_fd_sc_hd__edfxtp_1,2160
sky130_fd_sc_hd__buf_12,5
sky130_fd_sc_hd__a21oi_1,28
sky130_fd_sc_hd__clkbuf_16,219
sky130_fd_sc_hd__o22ai_1,7
sky130_fd_sc_hd__clkinvlp_4,8
sky130_fd_sc_hd__nor4_1,7
sky130_fd_sc_hd__nor2_1,91
sky130_fd_sc_hd__nand4_1,8
sky130_fd_sc_hd__a22oi_1,54
sky130_fd_sc_hd__buf_2,30
sky130_fd_sc_hd__nand3_1,16
sky130_fd_sc_hd__nor2b_1,6
[area by class of cell]
type | count | area [µm²] | share of cell area
multi-input combinational | 1022 | 17410 | 0.1847
clock inverter | 122 | 808.3 | 0.008571
clock buffer | 271 | 5675 | 0.06019
timing repair buffer | 267 | 2161 | 0.02291
antenna | 2 | 5.005 | 0.00005307
tap | 2688 | 3363 | 0.03567
inverter | 3 | 11.26 | 0.0001194
sequential | 2160 | 64860 | 0.6878
[metrics by stage]
step,instances,instance area [µm²],hold slack (ns)
2_1_floorplan,3379,82750,5.859
3_5_place_dp,6139,87800,6.326
6_report,6535,94300,5.450
5_1_grt,6535,94300,5.451
4_1_cts,6532,94290,5.393
3_3_place_gp,6139,87800,6.309
[routing by layer]
metal  routed length, µm  global-route usage  vias up
met5                 359             0.01217        -
met2              103300              0.3376     2723
met4                5952             0.05177       14
li1                    -                   -    15264
met3               40170              0.1890      361
met1               64610              0.2719    19380
No activity file was given, so power comes from the tool's default toggle rates.
