`./config.mk`:
```
export PLATFORM = sky130hd
export DESIGN_NAME = ALU_Shift
export DESIGN_NICKNAME = ALU_Shift
export VERILOG_FILES = /design/flow/design.v
export SDC_FILE = /design/flow/constraint.sdc
export NUM_CORES = 4
export LEC_CHECK = 1
export CORE_UTILIZATION = 30
```
`./constraint.sdc`:
```
current_design ALU_Shift

set clk_period 5.3
set clk_io_pct 0.2

create_clock -name clk0 -period $clk_period

set non_clock_inputs [all_inputs -no_clocks]
set_input_delay [expr $clk_period * $clk_io_pct] -clock clk0 $non_clock_inputs
set_output_delay [expr $clk_period * $clk_io_pct] -clock clk0 [all_outputs]
```
`./design.v`:
```
module Shift16(A, B, ALUFun, S);
  input [31:0] B;
  input A;
  input [1:0] ALUFun;
  output [31:0] S;
  wire [31:0]left, right, sright;
  assign left =  {B[15:0], 16'h0000};
  assign right = {16'h0000, B[31:16]};
  assign sright = (B[31])?{16'hFFFF, B[31:16]}:{16'h0000,  B[31:16]};
  assign S =  (~A)?B:(~ALUFun[0]) ? left:(ALUFun[1]) ? sright : right;
endmodule
module Shift8(A, B, ALUFun, S);
  input [31:0] B;
  input A;
  input [1:0] ALUFun;
  output [31:0] S;
  wire [31:0]left, right, sright;
  assign left =  {B[23:0], 8'h00};
  assign right = {8'h00 , B[31:8]};
  assign sright = (B[31])?{8'hFF, B[31:8]}:{8'h00,  B[31:8]};
  assign S =  (~A)?B:(~ALUFun[0]) ? left:(ALUFun[1]) ? sright : right;
endmodule
module Shift4(A, B, ALUFun, S);
  input [31:0] B;
  input A;
  input [1:0] ALUFun;
  output [31:0] S;
  wire [31:0]left, right, sright;
  assign left =  {B[27:0], 4'B0000};
  assign right = {4'B0000, B[31:4]};
  assign sright = (B[31])?{4'B1111, B[31:4]}:{4'B0000,  B[31:4]};
  assign S =  (~A)?B:(~ALUFun[0]) ? left:(ALUFun[1]) ? sright : right;
  endmodule
module Shift2(A, B, ALUFun, S);
  input [31:0] B;
  input A;
  input [1:0] ALUFun;
  output [31:0] S;
  wire [31:0]left, right, sright;
  assign left =  {B[29:0], 2'B00};
  assign right = {2'B00, B[31:2]};
  assign sright = (B[31])?{2'B11, B[31:2]}:{2'B00,  B[31:2]};
  assign S = (~A)?B:(~ALUFun[0]) ? left:(ALUFun[1]) ? sright : right;
endmodule
module Shift1(A, B, ALUFun, S);
  input [31:0] B;
  input A;
  input [1:0] ALUFun;
  output [31:0] S;
  wire [31:0]left, right, sright;
  assign left =  {B[30:0], 1'B0};
  assign right = {1'B0, B[31:1]};
  assign sright = (B[31])?{1'B1, B[31:1]}:{1'B0,  B[31:1]};
  assign S = (~A)?B:(~ALUFun[0]) ? left:(ALUFun[1]) ? sright : right;
endmodule
module  ALU_Shift(A, B, ALUFun, S);
input [31:0] A, B;
input [1:0] ALUFun;
output[31:0]S;
wire [31:0]S1,S2,S3,S4;
Shift16 Shift16_1(A[4], B, ALUFun, S1);
Shift8 Shift8_1(A[3], S1, ALUFun, S2);
Shift4 Shift4_1(A[2], S2, ALUFun, S3);
Shift2 Shift2_1(A[1], S3, ALUFun, S4);
Shift1 Shift1_1(A[0], S4, ALUFun, S);
endmodule
```
`./run.sh`:
```
#!/bin/bash
# OpenROAD 26Q1-2900-gdf79404cd8, Yosys 0.63+post, stock flow scripts
make -C /OpenROAD-flow-scripts/flow DESIGN_CONFIG=/design/flow/config.mk WORK_HOME=/design/flow/orfs finish
```
==> metrics.csv <==
stage;metric;value;unit
pwr;peakVddDrop;0.0000396;V
setup_path;cp.required;4240;ps
setup_path;critPathCaptureType;primary output;
drt;num_antenna_cells;0;
setup_path;cp_cell_sequence;clkdlybuf4s50_1, nand3_1, buf_4, a31o_2, mux2_2, a32o_1, or3_1, o22ai_1, clkdlybuf4s50_1;
drt;vias;5774;
floorplan;die-height;119;um
placed_design;gp_congestion;0.999;
floorplan;fp_util;31.0;%
global_routing;grt_use_total;30.3;%
pwr;power.leakage;1.75;nW
logic_synthesis;ys_chip_area;4140;um^2
setup_path;critical_path_class;in2out;
finish;num-fill-cells;1492;
placed_design;placed_area;5000;um^2
floorplan;die_w;119;um
logic_synthesis;synth.cell_area;4140;um^2
pwr;p_switching;0.000319;W
setup_path;cp.arrival;4030;ps
cts;cts_hold_buffers;0;
status;status;finished clean;
sta;setup_violations;0;
global_routing;grt_max_degree;51;
finish;area_growth;21.3;%
drt;drt_iter0_markers;639;
finish;drive_gt1_share;13.1;%
finish;numSequentialCells;0;
logic_synthesis;avgSynthCellArea;6.55;um^2
logic_synthesis;synth.distinct_cells;74;
logic_synthesis;yosysWarnings;0;
min_path;hold_path_class;in2out;
drt;vias_per_cell;6.80;
drt;drt_first_pass_iters;6;
sta;max_slew_margin;49.8;%
sta;finalClockPeriodUsage;96.0;%
global_routing;grt_pass1_wl;32400;um
logic_synthesis;synthTopCellsByArea;a21oi_1, nand2_1, mux4_2;
setup_path;critPathSlowestCell;clkdlybuf4s50_1;
pwr;sequentialPowerShare;0;%
setup_path;slowest_delay;500;ps
pwr;switching_share;56.9;%
setup_path;cp_common_cell;clkdlybuf4s50_1;
logic_synthesis;top_area_cell;a21oi_1;
logic_synthesis;ys_cells;632;
sta;setup_tns;0;ps
setup_path;startpoint_type;input pin;
sta;tightest_slew;751;ps
global_routing;grt_pass1_vias;5387;
sta;hold_viol_final;0;
drt;wl;21300;um
run;cap_violations;0;
logic_synthesis;top_cells_by_count;nand2_1, nor2_1, a21oi_1;
finish;clkbuf_count;0;
pwr;p_per_area;112;nW/um^2
finish;fin_area;5020;um^2
finish;combGateArea;3750;um^2
logic_synthesis;synth_dominant_cell_count;nand2_1;
logic_synthesis;synth_seq_share;0;%
logic_synthesis;netlist.area_leader.share;5.44;%
pwr;design_power_total;0.000560;W
global_routing;grt_overflow;0;
pwr;internal_power;0.000242;W
sta;fmax;197;MHz
floorplan;io_pins;98;
drt;drc_errors;0;
global_routing;antenna_found_initial;0;
drt;ant_nets;0;
floorplan;core;13300;um^2
drt;avgRoutedWirePerCell;25.1;um
pwr;pwr-share-comb;100.0;%
sta;rsz0062_at_grt;no;
floorplan;fp-row-count;42;
pwr;clockPowerShare;0;%
floorplan;die_area;14300;um^2
setup_path;crit_fanout;14;
placed_design;port_buffers;71;
finish;ff_latch_area;0;um^2
placed_design;hpwl;16300;um
run;warning_count;59;
sta;drv_slew;0;
sta;fin_crit;5090;ps
logic_synthesis;syn_inst;632;
## power groups by stage
stage | clock network [W] | registers, W | logic (W)
after global routing | 0 | 0 | 0.000601
after CTS | 0 | 0 | 0.000547
final | 0 | 0 | 0.000560
## placed cells by master (no fill, tap or decap), types with 18 or more instances in the layout
master,count
a211oi_1,23
a21oi_1,45
a31oi_1,18
buf_4,35
clkdlybuf4s50_1,66
mux2i_1,19
nand2_1,57
nand3_1,40
nor2_1,47
nor3_1,24
o211ai_1,26
o21ai_0,34
## area by class of cell
class,instances,area share [%]
well taps,176,4.39
multi-input cells,553,74.7
inverters,12,0.898
repair buffers,108,20.0
## per-layer routing
| layer | track usage, % | vias up | share of wire, % |
|---|---|---|---|
| li1 | - | 2615 | - |
| met4 | 10.4 | 0 | 3.9 |
| met1 | 42.0 | 2744 | 42 |
| met3 | 4.79 | 61 | 9.0 |
| met2 | 47.8 | 354 | 45 |
| met5 | 0 | - | 0 |
## cell families (layout without fill, tap and decap cells)
group	count (synthesis)	after routing	share of synthesized area, %
AND-OR/OR-AND	276	276	48.8
buffers and inverters	79	120	9.71
multiplexers	43	43	13.8
AND/OR/NAND/NOR	234	234	27.7
## worst max-delay path: cells and delay by family
kind                   cells  cell delay (ps)
buffers and inverters      3             1300
and+or+nand+nor            2              680
AOI/OAI and AO/OA          3              650
muxes                      1              330
## per-stage QoR
step                hold slack (ps)  instances  util [%]  setup slack [ps]
CTS                            2970        848      37.4              87.5
global placement               2970        848      37.4               128
global route                   3040        849      37.6              21.6
detailed placement             2960        848      37.4              81.8
floorplan                      2320        632         -              1420
finish                         2980        849      37.6               214
## worst paths after layout
kind	endpoint	cells after the start	start	slack, ps
hold / removal	S[4]	4	A[1]	2980
setup / recovery	S[23]	9	B[31]	210
## what timing repair did
action | 4_1_cts | 5_1_grt
setup endpoints to repair | 0 | 4
buffers inserted | 0 | 1
resized | 0 | 3
No activity file was given, so power comes from the tool's default toggle rates.
