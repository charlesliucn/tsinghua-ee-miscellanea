$ cat ./design.v
module Pipeline_IFID(clk,reset,PC,Instruct,Stall,IFIDWrite,IFID);
  input clk,reset,Stall,IFIDWrite;
  input[31:0] PC,Instruct;
  output reg[63:0] IFID;
  wire[31:0] IFIDW;
  assign IFIDW=IFIDWrite? Instruct:IFID[63:32];
  always @(posedge clk,posedge reset)
   begin
    if(reset) IFID<=64'b0;
    else 
     begin 
      IFID[31:0]<=PC;
      IFID[63:32]<=Stall? 32'b0:IFIDW;
     end
   end    
endmodule
module Pipeline_IF_IFID(clk,PCSrc,ALUOut,JT,ConBA,DatabusA,reset,PCWrite,IFIDWrite,Stall,IFID);
input clk,reset,PCWrite,ALUOut,IFIDWrite,Stall;
input[2:0] PCSrc;
input[25:0] JT;
input[31:0] DatabusA,ConBA;
output[63:0] IFID;
wire[31:0] PC,Instruct;
Pipeline_PCSrc pipepc(clk,PCSrc,ALUOut,JT,ConBA,DatabusA,reset,PCWrite,PC);
Pipeline_ROM pipeins(.reset(reset),.PC(PC[8:2]),.enable(IFIDWrite),.Instruct_o(Instruct));
Pipeline_IFID pipeifid(clk,reset,PC,Instruct,Stall,IFIDWrite,IFID);
endmodule
module Pipeline_PCSrc(clk,PCSrc,ALUOut,JT,ConBA,DatabusA,reset,PCWrite,PC);
	input ALUOut,clk,reset,PCWrite;   
	input[2:0] PCSrc;
	input[25:0] JT;
	input[31:0] DatabusA,ConBA;
	output reg[31:0] PC;
	wire[31:0] plus,branch;
	parameter ILLOP=32'h8000_0004;
	parameter XADR=32'h8000_0008;
	assign plus={PC[31],PC[30:0]+31'b000_0000_0000_0000_0000_0000_0000_0100};  
	assign branch=ALUOut? ConBA:plus;  
	initial begin PC<=32'h80000000; end
  always @(posedge clk, posedge reset)
	 begin
		if(reset) PC<=32'h80000000;
		else if(PCWrite)
		 begin
			case(PCSrc)
			 3'b000: PC<=plus;
			 3'b001: PC<=branch; 
			 3'b010: PC<={PC[31:28],JT,2'b0};
			 3'b011: PC<=DatabusA;
			 3'b100: PC<=ILLOP;
			 3'b101: PC<=XADR;
			endcase
		 end
	 end
endmodule
module Pipeline_ROM(reset,PC,enable,Instruct_o);
input[6:0] PC;   
input reset,enable;
output[31:0] Instruct_o;
reg[31:0] Instruct;
assign Instruct_o=enable? Instruct:32'b0;
always@(*) 
 begin
	if(reset) Instruct<=32'b0;
	else 
	 begin
		case(PC[6:0])
			0: Instruct<=00001000000000000000000001001101;
	1: Instruct<=00001000000000000000000001010011;
	2: Instruct<=00000011010000000000000000001000;
	3: Instruct<=00100100000010000000000011000000;
	4: Instruct<=10101100000010000000000000000000;
	5: Instruct<=00100100000010000000000011111001;
	6: Instruct<=10101100000010000000000000000100;
	7: Instruct<=00100100000010000000000010100100;
	8: Instruct<=10101100000010000000000000001000;
	9: Instruct<=00100100000010000000000010110000;
	10: Instruct<=10101100000010000000000000001100;
	11: Instruct<=00100100000010000000000010011001;
	12: Instruct<=10101100000010000000000000010000;
	13: Instruct<=00100100000010000000000010010010;
	14: Instruct<=10101100000010000000000000010100;
	15: Instruct<=00100100000010000000000010000010;
	16: Instruct<=10101100000010000000000000011000;
	17: Instruct<=00100100000010000000000011111000;
	18: Instruct<=10101100000010000000000000011100;
	19: Instruct<=00100100000010000000000010000000;
	20: Instruct<=10101100000010000000000000100000;
	21: Instruct<=00100100000010000000000010010000;
	22: Instruct<=10101100000010000000000000100100;
	23: Instruct<=00100100000010000000000010001000;
	24: Instruct<=10101100000010000000000000101000;
	25: Instruct<=00100100000010000000000010000011;
	26: Instruct<=10101100000010000000000000101100;
	27: Instruct<=00100100000010000000000011000110;
	28: Instruct<=10101100000010000000000000110000;
	29: Instruct<=00100100000010000000000010100001;
	30: Instruct<=10101100000010000000000000110100;
	31: Instruct<=00100100000010000000000010000110;
	32: Instruct<=10101100000010000000000000111000;
	33: Instruct<=00100100000010000000000010001110;
	34: Instruct<=10101100000010000000000000111100;
	35: Instruct<=00100100000000100000000000000001;
	36: Instruct<=00000000000000000000000000000000;
	37: Instruct<=10001110000100010000000000011100;
	38: Instruct<=00000010001000000100100000100000;
	39: Instruct<=10001110000100100000000000011100;
	40: Instruct<=00000010010000000101000000100000;
	41: Instruct<=00010000000010010000000000001000;
	42: Instruct<=00010000000010100000000000001001;
	43: Instruct<=00010001010010010000000000001000;
	44: Instruct<=00000001001010100100000000101010;
	45: Instruct<=00010100000010000000000000000010;
	46: Instruct<=00000001001010100100100000100010;
	47: Instruct<=00001000000000000000000000101011;
	48: Instruct<=00000001010010010101000000100010;
	49: Instruct<=00001000000000000000000000101011;
	50: Instruct<=00000001010000000001100000100000;
	51: Instruct<=00001000000000000000000000110101;
	52: Instruct<=00000001001000000001100000100000;
	53: Instruct<=00000000000000100101100001000010;
	54: Instruct<=00010000000010110000000000001000;
	55: Instruct<=00000000000000100101100010000010;
	56: Instruct<=00010000000010110000000000001001;
	57: Instruct<=00000000000000100101100011000010;
	58: Instruct<=00010000000010110000000000001010;
	59: Instruct<=00100100000000100000000000000001;
	60: Instruct<=00110010001100110000000000001111;
	61: Instruct<=00000000000100111001100010000000;
	62: Instruct<=00001000000000000000000001001001;
	63: Instruct<=00000000000100011001100100000010;
	64: Instruct<=00000000000100111001100010000000;
	65: Instruct<=00001000000000000000000001001000;
	66: Instruct<=00110010010100110000000000001111;
	67: Instruct<=00000000000100111001100010000000;
	68: Instruct<=00001000000000000000000001001000;
	69: Instruct<=00000000000100101001100100000010;
	70: Instruct<=00000000000100111001100010000000;
	71: Instruct<=00001000000000000000000001001000;
	72: Instruct<=00000000000000100001000001000000;
	73: Instruct<=00001000000000000000000001001001;
	74: Instruct<=00000000000000000000000000000000;
	75: Instruct<=11111111111111111111111111111111;
	76: Instruct<=00001000000000000000000000100100;
	77: Instruct<=00100100000101000000000000000011;
	78: Instruct<=00100000000100000100000000000000;
	79: Instruct<=10101110000101000000000000001000;
	80: Instruct<=00100100000101110000000000000011;
	81: Instruct<=00000000000101111011100010000000;
	82: Instruct<=00000010111000000000000000001000;
	83: Instruct<=10101110000101000000000000001000;
	84: Instruct<=10001110011101010000000000000000;
	85: Instruct<=00000000000000101011001000000000;
	86: Instruct<=00000010101101101011000000100000;
	87: Instruct<=10101110000101100000000000010100;
	88: Instruct<=10101110000000110000000000001100;
	89: Instruct<=10101110000000110000000000011000;
	90: Instruct<=00000011111000000000000000001000;
                 default:    Instruct<=32'b0;
		endcase
	 end
 end
endmodule
$ cat ./constraint.sdc
current_design Pipeline_IF_IFID

set clk_period 5.1
set clk_io_pct 0.2

create_clock -name clk0 -period $clk_period [get_ports {clk}]

set non_clock_inputs [all_inputs -no_clocks]
set_input_delay [expr $clk_period * $clk_io_pct] -clock clk0 $non_clock_inputs
set_output_delay [expr $clk_period * $clk_io_pct] -clock clk0 [all_outputs]
$ cat ./config.mk
export PLATFORM = sky130hd
export DESIGN_NAME = Pipeline_IF_IFID
export DESIGN_NICKNAME = Pipeline_IF_IFID
export VERILOG_FILES = /design/flow/design.v
export SDC_FILE = /design/flow/constraint.sdc
export NUM_CORES = 4
export LEC_CHECK = 1
export CORE_UTILIZATION = 30
$ cat ./run.sh
#!/bin/bash
# OpenROAD 26Q1-2900-gdf79404cd8, Yosys 0.63+post, stock flow scripts
make -C /OpenROAD-flow-scripts/flow DESIGN_CONFIG=/design/flow/config.mk WORK_HOME=/design/flow/orfs finish
==> metrics.cfg <==
[worst_setup_path]
max_stage_delay_ns = 0.80
worstSetupStartpointType = register
timing.rr.start = pipepc.PC[3]
critPathMaxFanout = 29
cpLargestDelayFamily = simple AND/OR/NAND/NOR gates
crit_path_frequent_cell = buf_4
required_ns = 5.35
arrival_ns = 3.73
critPathLaunch = pipepc.PC[3]
cpMaxStageDelayCell = nor2_1
crit_buf_inv = 3
crit_path_end_kind = register
crit_path_cell_trace = buf_4, inv_1, ha_1, buf_4, nor2_1, nand2_1, a2bb2oi_1, o21ai_0, a32o_1
reg2reg_to = pipeifid.IFID[61]
cp.depth = 9
crit_end = pipeifid.IFID[61]
rr_worst_depth = 9
crit_type = reg2reg
r2r_slack_ns = 1.62

[pwr]
powerDensity_nw_per_um2 = 357
power.leakage_uw = 0.00392
peakVddDrop_uv = 153
finalPower_uw = 3720

[route]
route.detailed.drc = 0
n_antenna_cell = 0
routedWlPerCell_um = 26.4
drt_iter0_drc = 1477
wl_um = 39600
dr_total_vias = 9574
ant_nets = 0
via_per_inst = 6.38
dr.pass1.iters = 6

[min_path]
hold_class = reg2reg
min_path_cells = 0

[synth]
synth_cells = 1062
yosys_cells = 1062
synthAdderAreaFrac = 0.0318
ys_seq_share = 0.291
ys_async_sr_fraction = 1.00
edf_count = 0
yosysUniqueCellTypes = 82
aoi_share = 0.379
yosysWarnings = 3
mux_area_frac = 0.0227
syn_area_um2 = 8250
yosysChipArea_um2 = 8250
ys.flop_type = dfrtp_1
top_cell_area_share = 0.288
top_logic_kind = AND-OR/OR-AND gates
synth_flops = 96
postSynthAreaPerCell_um2 = 7.77
top_area_cell = dfrtp_1
yosys-top-cells-count = nand2_1 (111), o21ai_0 (102), a21oi_1 (100)
yosys.area_share.xor_xnor = 0.00212
ys_sh_simple = 0.204
synth.most_common_cell = nand2_1
synthTopCellsByArea = dfrtp_1 (29%), o21ai_0 (6.2%), a21oi_1 (6.1%), nand2_1 (5.0%), ha_1 (3.2%)

[sta]
max_freq_mhz = 287
max-slew-margin-rel = 0.312
rsz0062_at_grt = no
final_hold_viol_count = 0
finalMaxSlewViolations = 0
period_used_share = 0.683
setup_viol = 0
fin_setup_tns_ns = 0
finalClockSkew_ns = 0.0115
period_needed_ns = 3.48
worst_slew_pin_slew_ns = 1.03

[run_status]
status = complete, no violations

[layout]
nFillCells = 2740
layout-drive-gt1-share = 0.0707
area_growth_pct = 26.1

[grt]
use_met1 = 0.446
grt_pass1_wl_um = 59000
grt_busiest_layer = met1
grt-ovfl-total = 0
grt_pass1_vias = 8841
grt_use_met3 = 0.0493
grt_use_met2 = 0.405
grt_max_degree = 82
track_usage = 0.285
antenna_found_initial = 1

[clock_tree]
cts_max_level = 3
root_buffer = clkbuf_16
worstSkewPairLatency_ns = 0.36
hold_buffers = 0
ctsResizeCount = 0
clk_pin_slew_ns = 0.08
numCtsBuffers = 9
post-cts-setup-buffers = 0
cts.sinks = 96
tritoncts = built
cts_buffer_depth = 2

[die]
core-area_um2 = 27000
io_pins = 163
die_y_um = 168
fp_util = 0.306
dieArea_um2 = 28200
die_w_um = 168
num_rows = 60

[job]
tool_warnings = 42
cap_viol_max_count = 0

[placed_design]
place_congestion = 1.01
dpl.hpwl_um = 27800
port-buffer-count = 162

[cell families (layout without fill, tap and decap cells)]
kind of cell	after synthesis	after routing
AOI/OAI and AO/OA	460	460
xor gates and xnor gates	2	2
DFF	96	96
and+or+nand+nor	335	335
buffers and inverters	132	230
adders and majority gates	21	21
muxes	16	16
[cell type report]
class | instances | area, um^2 | share of cell area
Sequential cell | 96 | 2410 | 0.232
Tap cell | 341 | 427 | 0.0410
Clock buffer | 9 | 225 | 0.0216
Inverter | 23 | 88.8 | 0.00853
Timing Repair Buffer | 191 | 1850 | 0.178
Clock inverter | 7 | 119 | 0.0114
Multi-Input combinational cell | 834 | 5290 | 0.508
[worst register-to-register path, stage by stage (launching register included)]
cell,delay (ns)
dfrtp_1,0.32
buf_4,0.36
inv_1,0.33
ha_1,0.37
buf_4,0.23
nor2_1,0.81
nand2_1,0.21
a2bb2oi_1,0.19
o21ai_0,0.21
a32o_1,0.33
[state kept, by name, indices dropped and copies added, names as in the netlist]
| signal | flops |
|---|---|
| pipeifid.IFID | 64 |
| pipepc.PC | 32 |
[through the flow]
stage | worst slack (ns) | hold WS (ns) | cell area, um^2 | cells | util
floorplan | 1.58 | 0.349 | 8250 | 1062 | -
global placement | 1.48 | 0.363 | 10100 | 1485 | 0.374
detailed placement | 1.44 | 0.367 | 10100 | 1485 | 0.374
CTS | 1.79 | 0.384 | 10400 | 1501 | 0.386
global route | 1.64 | 0.391 | 10400 | 1501 | 0.386
finish | 1.62 | 0.379 | 10400 | 1501 | 0.386
[per-layer routing]
metal | vias up | routed length [um]
met4 | 0 | 1420
li1 | 4236 | -
met2 | 666 | 16700
met3 | 100 | 4240
met1 | 4572 | 17300
met5 | - | 0
[cells in the final DEF (no fill, tap or decap), types with 21 or more instances in the layout]
master           synthesis  final
nand2b_1                30     30
o21ai_0                102    102
a21oi_1                100    100
nand3_1                 41     41
dfrtp_1                 95     92
clkdlybuf4s50_1          0    162
nor2b_1                 27     27
a31oi_1                 24     24
buf_4                    3     28
nand2_1                111    111
ha_1                    21     21
nor2_1                  54     53
[where the power goes]
group / internal (uW) / switching (uW)
logic: 689 / 1230
clock network: 447 / 358
registers: 876 / 121
[worst min path at each step]
stage     slack [ns]          endpoint         start
6_report        0.38  pipeifid.IFID[0]  pipepc.PC[0]
5_1_grt         0.39  pipeifid.IFID[1]  pipepc.PC[1]
4_1_cts         0.38  pipeifid.IFID[1]  pipepc.PC[1]
No activity file was given, so power comes from the tool's default toggle rates.
